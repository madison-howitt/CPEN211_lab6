`./design.v`:
```
module regfile(data_in,writenum,write,readnum,clk,data_out);
  input [15:0] data_in;
  input [2:0] writenum, readnum;
  input write, clk;
  output reg [15:0] data_out;
  wire [7:0] write_out, read_out;                
  reg [15:0] R0, R1, R2, R3, R4, R5, R6, R7;     
  decode38 decode_write(writenum, write_out);    
  decode38 decode_read(readnum, read_out);       
  always_comb begin 
    data_out = 16'b0;
    case (read_out)  
      8'b00000001: data_out = R0; 
      8'b00000010: data_out = R1;  
      8'b00000100: data_out = R2; 
      8'b00001000: data_out = R3; 
      8'b00010000: data_out = R4; 
      8'b00100000: data_out = R5; 
      8'b01000000: data_out = R6; 
      default: data_out = R7; 
    endcase 
  end
  always_ff @(posedge clk) begin 
    if (write) begin    
      case (write_out) 
        8'b00000001: R0 <= data_in; 
        8'b00000010: R1 <= data_in; 
        8'b00000100: R2 <= data_in; 
        8'b00001000: R3 <= data_in; 
        8'b00010000: R4 <= data_in;
        8'b00100000: R5 <= data_in; 
        8'b01000000: R6 <= data_in;
        default: R7 <= data_in; 
      endcase
    end 
  end
endmodule
module decode38(input [2:0] a, output reg [7:0] b);
    always_comb begin
        b = 8'b00000000;   
        b = 1 << a;        
    end
endmodule
```
`./run.sh`:
```
#!/bin/bash
# OpenROAD 26Q1-2900-gdf79404cd8, Yosys 0.63+post, stock flow scripts
make -C /OpenROAD-flow-scripts/flow DESIGN_CONFIG=/design/flow/config.mk WORK_HOME=/design/flow/orfs finish
```
`./config.mk`:
```
export PLATFORM = sky130hd
export DESIGN_NAME = regfile
export DESIGN_NICKNAME = regfile
export VERILOG_FILES = /design/flow/design.v
export SDC_FILE = /design/flow/constraint.sdc
export NUM_CORES = 4
export LEC_CHECK = 1
export CORE_UTILIZATION = 30
```
`./constraint.sdc`:
```
current_design regfile

set clk_period 2.6
set clk_io_pct 0.2

create_clock -name clk0 -period $clk_period [get_ports {clk}]

set non_clock_inputs [all_inputs -no_clocks]
set_input_delay [expr $clk_period * $clk_io_pct] -clock clk0 $non_clock_inputs
set_output_delay [expr $clk_period * $clk_io_pct] -clock clk0 [all_outputs]
```
==> impl_metrics.prom <==
# HELP chip_impl_metric Synthesis and place-and-route metrics
# TYPE chip_impl_metric gauge
chip_impl_metric{name="coreArea",unit="mm²"} 0.01594
chip_impl_metric{name="route.vias.total",unit=""} 2982
chip_impl_metric{name="max_slew_margin",unit=""} 0.7864
chip_impl_metric{name="io_pins",unit=""} 40
chip_impl_metric{name="arrival",unit="ns"} 2.02
chip_impl_metric{name="die_height",unit="µm"} 130.0
chip_impl_metric{name="antenna_violating_nets_post_route",unit=""} 0
chip_impl_metric{name="syn-cell-area",unit="mm²"} 0.004913
chip_impl_metric{name="core.rowCount",unit=""} 46
chip_impl_metric{name="stdcell_area",unit="mm²"} 0.006671
chip_impl_metric{name="syn_area_per_cell",unit="µm²"} 17.00
chip_impl_metric{name="synth.yosys.chip_area",unit="mm²"} 0.004913
chip_impl_metric{name="tns",unit="ns"} 0
chip_impl_info{name="timing.hold.worst.start",value="data_in[14]"} 1
chip_impl_metric{name="cts-htree-levels",unit=""} 4
chip_impl_info{name="cts.root.buffer_cell",value="clkbuf_16"} 1
chip_impl_metric{name="synthesis.instances",unit=""} 289
chip_impl_metric{name="floorplan.die_area",unit="mm²"} 0.01689
chip_impl_info{name="kind_of_critical_path",value="in -> out"} 1
chip_impl_metric{name="worstHoldPathCells",unit=""} 1
chip_impl_metric{name="top_area_frac",unit=""} 0.7823
chip_impl_metric{name="fin_crit_sh",unit=""} 0.9755
chip_impl_info{name="status",value="completed"} 1
chip_impl_metric{name="fin_util",unit=""} 0.4185
chip_impl_info{name="flop_cell",value="edfxtp_1"} 1
chip_impl_metric{name="numPortBuffers",unit=""} 39
chip_impl_metric{name="synth-edff-count",unit=""} 128
chip_impl_metric{name="synth_sequential_area_ratio",unit=""} 0.7823
chip_impl_metric{name="max_freq",unit="MHz"} 394.3
chip_impl_info{name="synth.largest_area_cell",value="edfxtp_1"} 1
chip_impl_metric{name="critical_path.max_stage_delay",unit="ns"} 0.41
chip_impl_info{name="critPathLaunchType",value="primary input"} 1
chip_impl_metric{name="grt_antenna_before_repair",unit=""} 0
chip_impl_metric{name="max_cap_violations",unit=""} 0
chip_impl_metric{name="layout-drive-gt1-share",unit=""} 0.3146
chip_impl_info{name="critPathSlowestCell",value="clkdlybuf4s50_1"} 1
chip_impl_info{name="worst_path_dominant_cell_family",value="buffers and inverters"} 1
chip_impl_metric{name="data_required_time_of_the_critical_path",unit="ns"} 2.08
chip_impl_metric{name="global_route_total_overflow",unit=""} 0
chip_impl_metric{name="hold_viol_final",unit=""} 0
chip_impl_metric{name="clk_pin_slew_worst_paths",unit="ns"} 0.05
chip_impl_metric{name="grt_use_total",unit=""} 0.1495
chip_impl_info{name="cp-end-kind",value="output port"} 1
chip_impl_metric{name="worstPathMaxFanout",unit=""} 9
chip_impl_metric{name="core_util_floorplan",unit=""} 0.3082
chip_impl_metric{name="total_cells_reported_by_yosys_after_synthesis",unit=""} 289
chip_impl_metric{name="detailed_place.area",unit="mm²"} 0.005792
chip_impl_metric{name="globalplace.congestion",unit=""} 0.7801
chip_impl_metric{name="viasPerCell",unit=""} 4.913
chip_impl_metric{name="worst_hold_margin",unit="ns"} 0.8433
chip_impl_metric{name="numCtsBuffers",unit=""} 17
chip_impl_metric{name="report.power.total",unit="µW"} 4906
chip_impl_metric{name="die_w",unit="µm"} 130.0
chip_impl_metric{name="synth.yosys.warnings",unit=""} 2
chip_impl_metric{name="tool_warnings",unit=""} 26
chip_impl_info{name="tritoncts",value="yes"} 1
chip_impl_metric{name="worst_slew_pin_slew",unit="ns"} 0.3195
chip_impl_metric{name="post_drt_wl_per_cell",unit="µm"} 18.74
chip_impl_metric{name="vdd.ir_drop.worst",unit="mV"} 0.4462
chip_impl_metric{name="timing.final.crit_period",unit="ns"} 2.536
chip_impl_info{name="min-delay-path-class",value="in -> reg"} 1
chip_impl_metric{name="drc_errors",unit=""} 0
chip_impl_metric{name="synthArstFlopShare",unit=""} 0
chip_impl_info{name="topCellsByArea",value="edfxtp_1 (78%), a221oi_1 (3.2%), a21oi_1 (2.8%)"} 1
chip_impl_metric{name="timing.final.max_slew_violations",unit=""} 0
chip_impl_metric{name="syn_to_final_growth",unit="%"} 35.78
chip_impl_metric{name="netlist-cell-type-count",unit=""} 24
chip_impl_metric{name="cts_sinks",unit=""} 128
chip_impl_info{name="worst_hold_path.endpoint",value="R5[14]"} 1
chip_impl_info{name="top_cell",value="edfxtp_1"} 1
chip_impl_metric{name="grt_pass1_vias",unit=""} 3218
chip_impl_metric{name="drt_iter0_markers",unit=""} 195
chip_impl_metric{name="cp_num_buf_inv",unit=""} 3
chip_impl_metric{name="place.detailed.hpwl",unit="mm"} 6.945
chip_impl_info{name="crit_chain",value="clkbuf_4 > nor2b_4 > clkbuf_4 > a221oi_2 > a21oi_1 > o22a_1 > clkdlybuf4s50_1"} 1
chip_impl_info{name="crit_top_cell",value="clkbuf_4"} 1
chip_impl_metric{name="clock_path_buffers",unit=""} 2
chip_impl_metric{name="grt_pass1_wl",unit="mm"} 17.41
chip_impl_metric{name="synth-seq-cells",unit=""} 128
chip_impl_metric{name="routed_wl",unit="mm"} 11.38
chip_impl_info{name="netlist_top_cells_count",value="edfxtp_1 (128), a21oi_1 (27), nand2_1 (21)"} 1
chip_impl_metric{name="count_of_inserted_antenna_diode_cells",unit=""} 0
chip_impl_metric{name="leakage",unit="µW"} 0.002217
chip_impl_metric{name="report.final.setup_viol",unit=""} 0
chip_impl_metric{name="power_per_cell_area",unit="mW/mm²"} 735.3
chip_impl_metric{name="grt_max_degree",unit=""} 17
chip_impl_metric{name="drt_pass1_iterations",unit=""} 4
[cells in the final DEF (no fill, tap or decap), types with 3 or more instances in the layout]
cell / n
a221oi_1: 4
nand2_1: 20
clkinv_1: 3
o22a_1: 12
a21oi_1: 18
buf_6: 11
mux2_2: 4
clkbuf_4: 3
edfxtp_1: 128
clkdlybuf4s50_1: 32
a32oi_1: 3
nor2b_4: 3
nand2b_1: 3
nor2_1: 11
buf_4: 34
a21oi_2: 9
clkbuf_16: 18
o21ai_0: 6
a41oi_1: 3
clkbuf_1: 4
a22oi_1: 12
a221oi_2: 19
clkinv_2: 3
[cell families after synthesis]
family,share of synthesized area
AOI/OAI and AO/OA,0.1416
buffers and inverters,0.02292
DFF,0.7823
muxes,0.01120
and+or+nand+nor,0.04202
[final cells by class]
| cell class | count | area (µm²) |
|---|---|---|
| fill | 1384 | 9271 |
| sequential | 128 | 3844 |
| multi-input combinational | 143 | 1159 |
| timing repair buffer | 90 | 864.6 |
| clock buffer | 21 | 440.4 |
| tap | 216 | 270.3 |
| clock inverter | 9 | 93.84 |
[repair_timing]
action / 4_1_cts / 5_1_grt
hold buffers: 0 / 0
pin swaps: 6 / 6
gates cloned: 0 / 2
endpoints found under the hold margin: 0 / 0
endpoints found under the setup margin: 16 / 14
resized: 56 / 23
buffers inserted: 2 / 6
[metrics by stage]
stage | std cells | worst slack, ns
2_1_floorplan | 289 | 0.3574
5_1_grt | 607 | -0.002271
6_report | 607 | 0.06374
3_3_place_gp | 567 | -0.4733
4_1_cts | 599 | -0.01126
3_5_place_dp | 567 | -0.5302
[sequential cells by signal (all words and copies together), names as in the netlist]
register / count
R0: 16
R1: 16
R2: 16
R3: 16
R4: 16
R5: 16
R6: 16
R7: 16
[worst max-delay path by stage]
| stage | start | to | slack (ns) | cells past startpoint |
|---|---|---|---|---|
| CTS | readnum[1] | data_out[4] | -0.01 | 7 |
| finish | readnum[0] | data_out[11] | 0.06 | 7 |
| global route | readnum[0] | data_out[9] | -0.002 | 7 |
[power breakdown]
group | leakage [µW] | internal (µW) | switching, µW
clock | 0.000259 | 1380 | 751
combinational | 0.000795 | 207 | 203
sequential | 0.00116 | 2350 | 18.6
[routing by layer]
metal,vias up,wire [µm],share of wire,global-route usage
li1,1367,-,-,-
met1,1448,4631,0.41,0.1976
met5,-,0,0,0.01471
met3,7,1323,0.12,0.08351
met2,160,5333,0.47,0.2296
met4,0,89,0.0078,0.02120
Power figures rest on the tool's default switching activity, not on a simulated workload.
