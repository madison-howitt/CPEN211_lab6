File: flow/config.mk
export PLATFORM = sky130hd
export DESIGN_NAME = shifter
export DESIGN_NICKNAME = shifter
export VERILOG_FILES = /design/flow/design.v
export SDC_FILE = /design/flow/constraint.sdc
export NUM_CORES = 4
export LEC_CHECK = 1
export CORE_AREA = 10 10 70 70
export DIE_AREA = 0 0 80 80
File: flow/constraint.sdc
current_design shifter

set clk_period 1.6
set clk_io_pct 0.2

create_clock -name clk0 -period $clk_period

set non_clock_inputs [all_inputs -no_clocks]
set_input_delay [expr $clk_period * $clk_io_pct] -clock clk0 $non_clock_inputs
set_output_delay [expr $clk_period * $clk_io_pct] -clock clk0 [all_outputs]
File: flow/design.v
module shifter(in,shift,sout);
  input [15:0] in;  
  input [1:0] shift;  
  output reg [15:0] sout;  
  always_comb begin
    case (shift)
      2'b00: sout = in;  
      2'b01: sout = in << 1;  
      2'b10: sout = in >> 1;  
      2'b11: sout = {in[15], in[15:1]};  
      default: sout = 16'b0000000000000000;
    endcase
  end    
endmodule      
File: flow/run.sh
#!/bin/bash
# OpenROAD 26Q1-2900-gdf79404cd8, Yosys 0.63+post, stock flow scripts
make -C /OpenROAD-flow-scripts/flow DESIGN_CONFIG=/design/flow/config.mk WORK_HOME=/design/flow/orfs finish
==> impl_metrics.py <==
# Synthesis and PnR figures
metrics = {
    "min_path": {
        "hold_end": "sout[1]",
        "holdCritPathClass": "input pin to output port",
        "whs_path_depth": 4,
        "hold_start": "in[2]",
    },
    "outcome": {
        "outcome": "finished clean",
    },
    "sta": {
        "max_freq_mhz": 658.5,
        "setup_viol": 0,
        "setup_tns_ps": 0,
        "max-slew-margin-rel_pct": 90.72,
        "final-hold-violation-count": 0,
        "worst_pin_slew_ps": 135.4,
        "setup_slack_ps": 81.36,
        "final.min_clock_period_ps": 1519,
        "rsz0062_at_grt": "false",
        "drv_slew": 0,
        "hold_slack_ps": 1110,
        "timing.final.crit_share_pct": 94.91,
    },
    "setup_path": {
        "arrival_ps": 1200,
        "critPathMaxStageDelay_ps": 270,
        "path_class": "input pin to output port",
        "endpoint_kind": "output port",
        "crit_chain": "dlygate4sd2_1, mux2_4, a22o_1, clkdlybuf4s15_1",
        "start_kind": "input pin",
        "slowest_stage": "mux2_4",
        "cp_data_required_time_ps": 1280,
        "cp_max_fo": 3,
    },
    "route": {
        "drt-wirelength-per-cell_um": 12.34,
        "finalWirelength_mm": 1.654,
        "vias_per_cell": 3.642,
        "drt-initial-drc-count": 7,
        "antenna_left": 0,
        "drc": 0,
        "antenna_cells": 0,
        "vias": 488,
        "drt-pass1-iter-count": 4,
    },
    "die": {
        "rows": 21,
        "core_area_mm2": 0.003416,
        "fp_util_pct": 10.40,
        "die-area_mm2": 0.006400,
        "die_y_um": 80,
        "die_x_um": 80,
        "io_pins": 34,
    },
    "cts": {
        "hold_buffers": 0,
    },
    "finish": {
        "clock_buffer_count": 0,
        "nFillCells": 410,
        "final_cell_count_no_fill": 134,
        "syn_to_final_growth_pct": 112.0,
        "fin_util_pct": 22.05,
        "regArea_um2": 0,
        "drive_gt1_share_pct": 12.50,
        "flop-count": 0,
        "fin_area_um2": 753.2,
    },
    "pwr": {
        "power_density_mw_per_mm2": 239.3,
        "ir_drop_mv": 0.08040,
        "leakage_nw": 0.3920,
        "p_total_mw": 0.1802,
    },
    "global_routing": {
        "grt_max_degree": 14,
        "grtUsageTotal_pct": 4.941,
        "overflow": 0,
        "grt_first_pass_wirelength_mm": 2.594,
        "grt_pass1_vias": 494,
        "antenna_found_initial": 0,
    },
    "place": {
        "dp.cells": 130,
        "place_congestion": 0.6811,
        "preCtsSetupSlack_ps": -506.8,
        "placedInstanceArea_um2": 735.7,
        "place_hpwl_mm": 1.292,
        "portBuffers": 34,
    },
    "synth": {
        "seq_area_frac_synth_pct": 0,
        "syn_area_per_cell_um2": 6.967,
        "ys_types": 11,
        "synth.largest_area_cell": "mux2i_1",
        "yosysWarnings": 1,
        "ys_area_um2": 355.3,
        "top_cells_by_area": "mux2i_1, nand2_1, o21ai_1",
        "synth_cells": 51,
        "ys_cells": 51,
        "synth_area_um2": 355.3,
        "synth_top_area_share_pct": 39.44,
    },
    "job": {
        "warnings": 32,
        "maxCapViolCount": 0,
    },
}
[Yosys cell counts]
| cell type | count |
|---|---|
| o21ai_1 | 9 |
| o21ai_0 | 5 |
| mux2_1 | 1 |
| nand2_1 | 14 |
| buf_12 | 1 |
| mux2i_1 | 14 |
| buf_4 | 2 |
| buf_6 | 1 |
| a22o_1 | 2 |
| clkbuf_8 | 1 |
| nor2_1 | 1 |
[worst max-delay path: cells and delay by family]
kind	cells	cell delay (ps)
buffers and inverters	2	430
multiplexers	1	270
AND-OR/OR-AND	1	180
[logic make-up after synthesis]
family	count (synthesis)	share of synthesized area (%)
AND/OR/NAND/NOR	15	15.84
multiplexers	15	42.60
buffers and inverters	5	16.90
AND-OR/OR-AND	16	24.65
[where the power goes]
| part | switching (mW) | total (mW) | internal (mW) |
|---|---|---|---|
| Sequential | 0 | 0 | 0 |
| Clock | 0 | 0 | 0 |
| Combinational | 0.0681 | 0.180 | 0.112 |
[how the worst max path moves through the flow]
stage | slack [ps] | to | startpoint | depth (start not counted)
final | 80 | sout[15] | in[14] | 4
after global routing | 30 | sout[15] | in[14] | 4
after CTS | 10 | sout[15] | in[14] | 4
[metal layers]
metal | up-vias | wire length, um | GRT usage (%) | share of wire, %
met3 | 0 | 63 | 0.7955 | 3.8
met5 | - | 0 | 0 | 0
met1 | 215 | 753 | 6.262 | 46
met4 | 0 | 0 | 0 | 0
li1 | 256 | - | - | -
met2 | 17 | 838 | 8.989 | 51
[placed cells by master (no fill, tap or decap)]
cell	Yosys	layout
a22o_1	2	2
buf_12	1	1
buf_16	0	1
buf_2	0	2
buf_4	2	4
buf_6	1	2
clkdlybuf4s15_1	0	1
clkdlybuf4s50_1	0	1
dlygate4sd2_1	0	29
dlymetal6s2s_1	0	1
mux2_4	0	1
mux2i_1	14	14
nand2_1	14	14
nor2_1	1	1
o21ai_1	9	14
[what timing repair did]
item                       4_1_cts  5_1_grt
gates resized                   47        3
gates cloned                     2        0
pin swaps                        4        0
setup buffers                    2        0
setup endpoints to repair       16        7
[area by class of cell]
class	instances	area, um^2	share of cell area (%)
Timing Repair Buffer	42	396.6	52.66
Multi-Input combinational cell	46	299.0	39.70
Tap cell	46	57.56	7.641
Power and IR drop assume default switching activity.
